**/design/flow/run.sh**
```bash
#!/bin/bash
# OpenROAD 26Q1-2900-gdf79404cd8, Yosys 0.63+post, stock flow scripts
make -C /OpenROAD-flow-scripts/flow DESIGN_CONFIG=/design/flow/config.mk WORK_HOME=/design/flow/orfs finish
```
**/design/flow/config.mk**
```make
export PLATFORM = sky130hd
export DESIGN_NAME = uart
export DESIGN_NICKNAME = uart
export VERILOG_FILES = /design/flow/design.v
export SDC_FILE = /design/flow/constraint.sdc
export NUM_CORES = 4
export LEC_CHECK = 1
export CORE_UTILIZATION = 50
```
**/design/flow/constraint.sdc**
```tcl
current_design uart

set clk_period 3.4
set clk_io_pct 0.2

create_clock -name clk0 -period $clk_period [get_ports {clk}]

set non_clock_inputs [all_inputs -no_clocks]
set_input_delay [expr $clk_period * $clk_io_pct] -clock clk0 $non_clock_inputs
set_output_delay [expr $clk_period * $clk_io_pct] -clock clk0 [all_outputs]
```
**/design/flow/design.v**
```verilog
module receiver #(
    parameter CLK_FREQ = 100_000_000,   
    parameter BAUD_RATE = 115200
) (
    input  logic        clk,    
    input  logic        rst_n,    
    input  logic        rx,       
    output logic [7:0]  data,     
    output logic        valid,    
    output logic        busy      
);
    localparam BIT_CYCLES = CLK_FREQ / BAUD_RATE;
    typedef enum logic  [1:0] {IDLE, START, DATA, STOP} state_t;
    state_t [1:0] state;
    logic [15:0] counter;
    logic [2:0] bit_count;
    logic [7:0] shift_reg;
    always_ff @(posedge clk or negedge rst_n) begin
        if (!rst_n) begin
            state <= IDLE;
            data <= 0;
            valid <= 0;
            busy <= 0;
            counter <= 0;
            bit_count <= 0;
            shift_reg <= 0;
        end
        else begin
            valid <= 0; 
            case (state)
                IDLE: begin
                    busy <= 0;
                    if (rx == 0) begin
                        state <= START;
                        busy <= 1;
                        counter <= BIT_CYCLES/2; 
                    end
                end
                START: begin
                    if (counter == 0) begin
                        state <= DATA;
                        counter <= BIT_CYCLES;
                        bit_count <= 0;
                    end
                    else begin
                        counter <= counter - 1;
                    end
                end
                DATA: begin
                    if (counter == 0) begin
                        shift_reg <= {rx, shift_reg[7:1]}; 
                        counter <= BIT_CYCLES;
                        if (bit_count == 7) begin
                            state <= STOP;
                        end
                        else begin
                            bit_count <= bit_count + 1;
                        end
                    end
                    else begin
                        counter <= counter - 1;
                    end
                end
                STOP: begin
                    if (counter == 0) begin
                        data <= shift_reg; 
                        valid <= 1;      
                        state <= IDLE;
                    end
                    else begin
                        counter <= counter - 1;
                    end
                end
            endcase
        end
    end
endmodule
module transmitter #(
    parameter CLK_FREQ = 100_000_000,   
    parameter BAUD_RATE = 115200
) (
    input  logic        clk,     
    input  logic        rst_n,  
    input  logic        start,   
    input  logic [7:0]  data,    
    output logic        tx,      
    output logic        busy     
);
    localparam BAUD_DIVISOR = CLK_FREQ / BAUD_RATE;
    typedef enum logic [1:0] {
        IDLE,
        START_BIT,
        DATA_BITS,
        STOP_BIT
    } state_t;
    state_t [1:0] state;
    logic [2:0] bit_counter;
    logic [7:0] shift_reg;
    logic [$clog2(BAUD_DIVISOR)-1:0] baud_counter;
    always_ff @(posedge clk or negedge rst_n) begin
        if (!rst_n) begin
            state <= IDLE;
            tx <= 1;
            busy <= 0;
            bit_counter <= 0;
            shift_reg <= 0;
            baud_counter <= 0;
        end
        else begin
            unique case (state)
                IDLE: begin
                    tx <= 1; 
                    busy <= 0;
                    if (start) begin
                        state <= START_BIT;
                        shift_reg <= data;
                        busy <= 1;
                        baud_counter <= 0;
                    end
                end
                START_BIT: begin
                    tx <= 0; 
                    if (baud_counter == BAUD_DIVISOR - 1) begin
                        baud_counter <= 0;
                        state <= DATA_BITS;
                        bit_counter <= 0;
                    end
                    else begin
                        baud_counter <= baud_counter + 1;
                    end
                end
                DATA_BITS: begin
                    tx <= shift_reg[0]; 
                    if (baud_counter == BAUD_DIVISOR - 1) begin
                        baud_counter <= 0;
                        shift_reg <= {1'b0, shift_reg[7:1]}; 
                        if (bit_counter == 7) begin
                            state <= STOP_BIT;
                        end
                        else begin
                            bit_counter <= bit_counter + 1;
                        end
                    end
                    else begin
                        baud_counter <= baud_counter + 1;
                    end
                end
                STOP_BIT: begin
                    tx <= 1'b1;
                    if (baud_counter == BAUD_DIVISOR - 1) begin
                        baud_counter <= 0;
                        state <= IDLE;
                    end
                    else begin
                        baud_counter <= baud_counter + 1;
                    end
                end
            endcase
        end
    end
endmodule
module uart #(
    parameter CLK_FREQ = 100_000_000,   
    parameter BAUD_RATE = 115200
) (
    input  logic        clk,
    input  logic        rst_n,
    input  logic        tx_start,
    input  logic [7:0]  tx_data,
    output logic        tx_busy,
    output logic        tx_out,
    input  logic        rx_in,
    output logic [7:0]  rx_data,
    output logic        rx_valid,
    output logic        rx_busy
);
    transmitter #(
        .CLK_FREQ(CLK_FREQ),
        .BAUD_RATE(BAUD_RATE)
    ) uart_tx (
        .clk(clk),
        .rst_n(rst_n),
        .start(tx_start),
        .data(tx_data),
        .tx(tx_out),
        .busy(tx_busy)
    );
    receiver #(
        .CLK_FREQ(CLK_FREQ),
        .BAUD_RATE(BAUD_RATE)
    ) uart_rx (
        .clk(clk),
        .rst_n(rst_n),
        .rx(rx_in),
        .data(rx_data),
        .valid(rx_valid),
        .busy(rx_busy)
    );
endmodule
```
==> results_slide.txt <==
Implementation Results

Status
  – Status: finished with violations
  – Failing checks: design-rule violations

Setup path
  – Worst-case reg-to-reg path depth: 5
  – Crit path DRT: 3.68 ns
  – Crit path launch type: register
  – Setup Crit Path Kind: register to register
  – Reg2Reg Launch Point: uart_rx.counter[8]
  – Crit-path max FO: 8
  – Worst r2r dst: uart_rx.counter[5]
  – Flop2flop setup slack: 1.00 ns
  – Worst EP arrival: 2.68 ns
  – Crit. End Element: register

Placed design
  – Dpl hpwl: 4390 um
  – Placer Congestion: 0.883
  – Placed cell area: 3660 sq um
  – Input/output buffers: 23

Drt
  – Final WL: 6430 um
  – Routed len/inst: 15.1 um
  – Initial DRC count: 102
  – Antenna Violating Nets Remaining: 0
  – Antenna diodes: 0
  – Via-to-Cell Ratio: 5.78
  – First-pass DRT Iterations: 45
  – Post-route DRC violation count: 3
  – Vias: 2470

Yosys
  – Max-area cell share: 48.4%
  – Cell with the most instances after synthesis: dfrtp_1
  – Synth Warn #: 2
  – Top cells by area: dfrtp_1 48%, mux2_2 5.4%, a22o_1 3.9%
  – Commonest cells in the netlist: 65 x dfrtp_1, 28 x nor2_1, 27 x nand2_1
  – Post-synthesis cell type with the largest combined area: dfrtp_1
  – Cell area after synthesis: 3360 sq um
  – Synth Seq Share: 50.8%
  – Chip area in the Yosys report: 3360 sq um
  – Unique cell types: 51
  – # Cells Yosys: 318
  – #FFs+latches synth: 68
  – Dominant flop cell: dfrtp_1
  – Post-synth EDFFs: 0
  – Mean Syn Cell Area: 10.6 sq um
  – Syn Inst Count: 318
  – Asr flop ratio synth: 100%

Timing
  – FMAX: 417 MHz
  – Setup TNS: 0 ns
  – Final hold viol count: 0
  – Min Tclk post-route: 2.40 ns
  – Least-Margin Pin Slew: 0.833 ns
  – Final Slew Violations: 0
  – Fin crit share: 70.5%
  – Relative slew margins: 44.1%
  – Final setup fails: 0
  – Clock skew: 0.00774 ns
  – Unrepaired setup endpoints after global routing: false

Job
  – Max cap viols: 0
  – Log Warnings: 26

Global routing
  – GR met1 Demand/Resource: 35.2%
  – Global route hottest layer: met1
  – Pin count of the biggest net entering global routing: 38
  – Total global routing overflow: 0
  – Vias in the first global route: 2430
  – Routing usage on met2: 31.7%
  – Antenna violations before repair: 0
  – First-pass GRT wire length: 11500 um
  – GRT met3 Usage: 4.12%
  – GRT Util Overall: 21.3%

Clocking
  – H-Tree Depth: 3
  – CTS tree: yes
  – CTS buffer count: 9
  – Number of gates resized after CTS: 0
  – Worst skew pair latency: 0.34 ns
  – CTS root buffer: clkbuf_8
  – Post-CTS Setup Repair Bufs: 0
  – Max Root-Sink Buffers: 2
  – CTS Hold Bufs: 0
  – Clock Pin Slew Worst Setup and Hold Paths: 0.08 ns
  – Clk sinks: 68

Pwr
  – Power per Cell Area: 476 nW/um^2
  – Clock share of power: 32.1%
  – Design Power: 0.00183 W
  – Net Sw Frac: 29.7%
  – Sequential share of power: 53.6%
  – Comb power frac: 14.3%
  – Leakage power: 1.72 nW
  – Worst-case vdd ir drop: 0.269 mV
  – Net switching power: 0.000542 W
  – Internal: 0.00128 W

Floorplan
  – FP Util: 52.3%
  – Cell Rows: 29
  – Die area: 7050 sq um
  – Ports: 24
  – Chip height: 84.0 um
  – Die width: 84.0 um
  – Core area: 6420 sq um

Final layout
  – Design Area, Final: 3830 sq um
  – Reg with most FFs: uart_rx.counter
  – Max reg flops: 16
  – Ratio of cells with drive above 1 in the final layout: 13.7%
  – Final Util: 59.7%
  – Biggest regs: uart_rx.counter (16), uart_tx.baud_counter (10)
  – Layout area overhead: 14.2%

Hold path
  – Hold Crit Class: input pin to async pin
-- metal layers --
layer | wire [um] | up-vias
li1 | - | 1234
met1 | 3060 | 1171
met2 | 2950 | 61
met3 | 381 | 4
met4 | 39 | 0
met5 | 0 | -
-- power by group through the flow --
stage	Combinational [W]	Clock [W]	Sequential, W
after global routing	0.000302	0.000653	0.000990
final	0.000261	0.000585	0.000979
after CTS	0.000263	0.000614	0.000978
-- area by class of cell --
class | count | area (sq um)
fill | 547 | 2590
sequential | 68 | 1710
inverter | 8 | 30.0
tap | 77 | 96.3
multi-input combinational | 231 | 1570
clock inverter | 7 | 51.3
timing repair buffer | 27 | 255
clock buffer | 9 | 124
-- logic make-up after synthesis --
kind of cell	Yosys count	share of synthesized area [%]
AND-OR/OR-AND	80	16.7
XOR/XNOR	5	1.30
adder cells (fa/ha/maj)	6	2.23
buffers and inverters	19	2.42
flip-flops	68	50.8
multiplexers	27	8.72
AND/OR/NAND/NOR	113	17.8
-- cell usage in the layout, fill, tap and decap left out, types with 3 or more instances in the layout --
master           count
o31ai_1              3
o21ai_0             17
inv_1                8
a31oi_1              5
or4_1                3
o21a_1               4
buf_4                4
a22o_1              15
ha_1                 6
nand2b_1             4
nor4_2               3
xnor2_1              5
o211a_1              4
clkbuf_8             9
a21oi_1             16
clkdlybuf4s50_1     22
nand4_1              5
or3_1                5
o22ai_1              3
nor2_1              28
mux2_2              16
nand2_1             27
dfrtp_1             65
nor3_1              11
mux2i_1              9
nand3_1              9
dfstp_2              3
nor4_1               3
nor3b_1              4
-- worst max-delay path by stage --
| stage | start | to | slack (ns) | depth (start not counted) |
|---|---|---|---|---|
| 4_1_cts | uart_rx.counter[8] | uart_rx.counter[5] | 1.03 | 5 |
| 5_1_grt | uart_rx.counter[8] | uart_rx.counter[3] | 0.80 | 5 |
| 6_report | uart_rx.counter[8] | uart_rx.counter[5] | 1.00 | 5 |
-- critical path, cell delays in order, from the launching register on --
cell and delay, ns:
dfrtp_1 0.44, nor4_2 0.52, nand4_1 0.52, o21ai_2 0.53, o21a_1 0.19, o22a_1 0.12
-- metrics by stage --
step           setup WS (ns)  hold slack, ns  std cells
2_1_floorplan           1.43           0.384        318
3_3_place_gp           0.917           0.480        411
3_5_place_dp           0.909           0.494        411
4_1_cts                 1.03           0.366        427
5_1_grt                0.796           0.395        427
6_report                1.00           0.355        427
Power and IR drop assume default switching activity.
